==> design.v <==
module alu (input [31:0] a,b,
             input [1:0] ALUControl,    
             output reg [31:0] Result,  
             output wire [3:0] ALUFlags);  
  wire negative, zero, carry, overflow;  
  wire [32:0] sum;
  assign sum = a + (ALUControl[0]? ~b: b) + ALUControl[0];  
  always @(*)
    casex (ALUControl[1:0])  
      2'b0?: Result = sum;
      2'b10: Result = a & b;
      2'b11: Result = a | b;
    endcase
  assign negative = Result[31];
  assign zero = (Result == 32'b0);
  assign carry = (ALUControl[1]==1'b0) & sum[32];
  assign overflow = (ALUControl[1]==1'b0) & ~(a[31] ^ b[31] ^ ALUControl[0]) & (a[31] ^ sum[31]);
  assign ALUFlags = {negative, zero, carry, overflow};
endmodule
==> run.sh <==
#!/bin/bash
# OpenROAD 26Q1-2900-gdf79404cd8, Yosys 0.63+post, stock flow scripts
make -C /OpenROAD-flow-scripts/flow DESIGN_CONFIG=/design/flow/config.mk WORK_HOME=/design/flow/orfs finish
==> config.mk <==
export PLATFORM = sky130hd
export DESIGN_NAME = alu
export DESIGN_NICKNAME = alu
export VERILOG_FILES = /design/flow/design.v
export SDC_FILE = /design/flow/constraint.sdc
export NUM_CORES = 4
export LEC_CHECK = 1
export CORE_UTILIZATION = 50
==> constraint.sdc <==
current_design alu

set clk_period 12.0
set clk_io_pct 0.2

create_clock -name clk0 -period $clk_period

set non_clock_inputs [all_inputs -no_clocks]
set_input_delay [expr $clk_period * $clk_io_pct] -clock clk0 $non_clock_inputs
set_output_delay [expr $clk_period * $clk_io_pct] -clock clk0 [all_outputs]
==> notes.md <==
fresh numbers from the pnr run: Cell Rows 28, synthesis-to-layout area growth 31.8%, area leader, netlist ha_1, Final Util 0.683, pin count of the biggest net entering global routing 60, GRT overflow 0, FMAX 110 MHz, DRC 0, die area 6500 µm², OpenROAD warnings 36, most numerous logic cell after layout clkdlybuf4s50_1, fin area 4070 µm², CP required 9600 ps, Leakage Power 1.60 nW, actual slew at the worst max-slew pin 659 ps, post-synth top area share 0.142, Crit Path Max Fanout 30, Antenna Cells 0, unrepaired setup endpoints after global routing no, Synth Warn # 1, overall global routing resource usage 0.277, Top cells by area ha_1 14%, xor2_1 12%, a21oi_1 8.3%, sequential share of the synthesized area 0, worst vdd ir 0.0377 mV, Netlist cell types 58, layout cells sized above 1 0.0296, Die Ht 80.6 µm, final wirelength 8.79 mm, fp util 0.519, # IOs 102, Cell Pwr Density 66.9 nW/µm², Critical Path End Type output port, HP Class input port to output port, wire per inst 14.3 µm, die width 80.6 µm, via count 3590, max-cap violations 0, fin. max-slew vios 0, Mapped Cells 469, period utilization 0.756, Final Hold Vio Count 0, post-CTS setup repair buffer count 0, setup TNS 0 ps, worst hold-check slack 5750 ps, Slew headroom 0.561, Setup Viol. Count Final 0, post-route ant nets 0, DP HPWL 7.07 mm, Reg area 0 µm², Worst setup SP type input port, first-pass GRT wire length 14.4 mm, Hold Buf Count CTS 0, Layout fillers 564, Logic cell area 2880 µm², synthesized area per cell 6.59 µm², min cycle time layout 9070 ps, Chip Area, Yosys 3090 µm², yosys cell count 469, initial antenna violation count 0, post-DR vias/cell 5.84, first-pass detailed-route iteration total 5, post-cts sizing count 0, status complete, no violations, most frequent logic cells in the routed design 100 x clkdlybuf4s50_1, 52 x nand2_1, 51 x a21oi_1, 43 x xor2_1, 38 x o21ai_0, port buffer count 102, gp weighted congestion 0.994, vias in the first global route 3077, Starting DRT DRC Count 224, Synth Cell Area 3090 µm², clock buffer count 0, FFs & Latches 0, CP Data Arrival Time 6670 ps, core area 5960 µm², Placed Area 4070 µm², crit path kind input port to output port, Final Power 0.272 mW
-- power breakdown --
group,internal (mW),switching [mW]
sequential,0,0
clock,0,0
combinational,0.137,0.135
-- cells in the mapped netlist, drive strengths merged (6+ instances only) --
cell type	instances
a21o	6
a21oi	51
a31oi	7
buf	10
clkbuf	24
ha	35
inv	18
maj3	26
nand2	52
nand3	12
nand4	8
nor2	33
nor3	11
o21a	11
o21ai	38
xnor2	11
xor2	43
-- critical path, stage by stage --
cell and delay (ps):
buf_2 510, xor2_1 250, inv_1 90, fa_1 430, nor2b_1 200, o2111ai_1 210, a21oi_1 230, o21a_1 130
o31ai_1 110, or4_1 580, or3_1 380, nor4_2 220, nand4_1 150, nor4_2 270, clkdlybuf4s50_1 500
-- cell type report --
class / count / share of cell area
Multi-Input combinational cell: 417 / 0.706
Timing Repair Buffer: 105 / 0.254
Tap cell: 75 / 0.0231
Inverter: 18 / 0.0166
-- metrics by stage --
| stage | setup slack, ps | std cells |
|---|---|---|
| after floorplan | 2970 | 469 |
| after global placement | 3020 | 615 |
| after detailed placement | 2960 | 615 |
| after CTS | 2950 | 615 |
| after global routing | 2630 | 615 |
| final | 2930 | 615 |
-- final timing paths --
kind	from	endpoint	slack [ps]	cells after the start
setup / recovery	ALUControl[0]	ALUFlags[2]	2930	15
hold / removal	ALUControl[0]	Result[6]	5750	4
-- metal layers --
layer | global-route usage | share of wire | wire length (µm)
met4 | 0.0429 | 0.017 | 148
met5 | 0 | 0 | 0
met3 | 0.0231 | 0.056 | 496
met2 | 0.410 | 0.40 | 3540
met1 | 0.435 | 0.52 | 4600
-- cells by family (layout without fill, tap and decap cells) --
kind of cell / Yosys count / count (layout) / share of synthesized area
buffers and inverters: 52 / 123 / 0.0693
AND-OR/OR-AND: 157 / 157 / 0.318
adder cells (fa/ha/maj): 62 / 62 / 0.233
AND/OR/NAND/NOR: 142 / 142 / 0.220
XOR/XNOR: 54 / 54 / 0.153
multiplexers: 2 / 2 / 0.00689
Power figures rest on the tool's default switching activity, not on a simulated workload.
